## /design/flow/run.sh

```bash
#!/bin/bash
# OpenROAD 26Q1-2900-gdf79404cd8, Yosys 0.63+post, stock flow scripts
make -C /OpenROAD-flow-scripts/flow DESIGN_CONFIG=/design/flow/config.mk WORK_HOME=/design/flow/orfs finish
```

## /design/flow/config.mk

```make
export PLATFORM = sky130hd
export DESIGN_NAME = top
export DESIGN_NICKNAME = top
export VERILOG_FILES = /design/flow/design.v
export SDC_FILE = /design/flow/constraint.sdc
export NUM_CORES = 4
export LEC_CHECK = 1
export CORE_UTILIZATION = 40
```

## /design/flow/constraint.sdc

```tcl
current_design top

set clk_period 14.1
set clk_io_pct 0.2

create_clock -name clk0 -period $clk_period [get_ports {clock_100Mhz}]

set non_clock_inputs [all_inputs -no_clocks]
set_input_delay [expr $clk_period * $clk_io_pct] -clock clk0 $non_clock_inputs
set_output_delay [expr $clk_period * $clk_io_pct] -clock clk0 [all_outputs]
```

## /design/flow/design.v

```verilog
`timescale 1ns / 1ps
module BCD_convert(
    input [9:0] bin_in,
    output reg [11:0] BCD_out
    );
    integer i;
    always @(bin_in)
    begin
        BCD_out = 0;
        for (i = 0; i < 10; i = i + 1)  
        begin
            if (BCD_out[3:0] > 4)
                BCD_out[3:0] = BCD_out[3:0] + 3;
            if (BCD_out[7:4] > 4)
                BCD_out[7:4] = BCD_out[7:4] + 3;
            if (BCD_out[11:8] > 4)
                BCD_out[11:8] = BCD_out[11:8] + 3;
            BCD_out = {BCD_out[10:0], bin_in[9 - i]};
        end
    end
endmodule
`timescale 1ns / 1ps
module alu_core(
    input [4:0] A,
    input clock_100Mhz,
    input reset,
    input [4:0] B,
    input [1:0] mode,
    output reg [9:0] out,
    output reg negative,
    output reg [9:0] shift_LED
    );
    reg [9:0] sum, product, diff, shift;
    reg [1:0] state;
    wire [1:0] nextstate;
    parameter S0 = 2'b00;  
    parameter S1 = 2'b01;
    parameter S2 = 2'b10;
    parameter S3 = 2'b11;
    always @(A or B)   
    begin
    sum = A + B;
    product = A * B;
    if (A < B && state == S2)
    begin
        diff = B - A;
        negative = 1;
    end
    else
    begin
        diff = A - B;
        negative = 0;
    end
    shift  = {2'b00, A[4:0], 2'b00};
    end
    always @(posedge clock_100Mhz)  
    begin
        if (reset == 1)
            state = S0;
        else
            state = nextstate;
    end
    assign nextstate = mode;
    always @(A or B or state)  
    begin   
        case(state)
            S0: 
            begin
                out = sum;
                shift_LED = 0;
            end
            S1: 
            begin
                out = product;
                shift_LED = 0;
            end
            S2: 
            begin
                out = diff;
                shift_LED = 0;
            end
            S3:
            begin
                out = A;
                shift_LED = shift;
            end
            default: out = 9'b000000000;
        endcase
    end
endmodule
`timescale 1ns / 1ps
module anode_mux(
    input [1:0] anode_driver,
    output reg [3:0] anode_out
    );
    always @(*)  
    begin
        case(anode_driver)
            2'b00: anode_out = 4'b1110;
            2'b01: anode_out = 4'b1101;
            2'b10: anode_out = 4'b1011;
            2'b11: anode_out = 4'b0111;
        endcase
    end
endmodule
`timescale 1ns / 1ps
module cathode_driver(
    input [1:0] anode_driver,
    input negative,
    input [11:0] BCD_in,
    output reg [3:0] LED_BCD
    );
    always @(*)
    begin
        case(anode_driver)   
            2'b00: LED_BCD = BCD_in[3:0];
            2'b01: LED_BCD = BCD_in[7:4];
            2'b10: 
            begin
                if (negative == 1)  
                    LED_BCD = 4'b1010;
                else if (BCD_in[11:8] == 0)
                    LED_BCD = 4'b1011;
                else
                    LED_BCD = BCD_in[11:8];
            end
            2'b11: LED_BCD = 4'b1011;  
        endcase
    end
endmodule
`timescale 1ns / 1ps
module clock_divider(
    input clock_100Mhz,  
    input reset,  
    output slow_clock  
);
    reg [17:0] divider_counter;  
    always @(posedge clock_100Mhz or posedge reset)
    begin
        if (reset == 1)
            divider_counter = 0;
        else
            divider_counter = divider_counter + 1;
    end
    assign slow_clock = divider_counter[17];  
endmodule
`timescale 1ns / 1ps
module display_driver(
    input slow_clock,
    output reg [1:0] anode_driver  
    );
    always @(posedge slow_clock)
    begin
        anode_driver = anode_driver + 1;
    end
endmodule
`timescale 1ns / 1ps
module ssd_out(
    input [3:0] LED_BCD,
    output reg [6:0] BCD_ssd
    );
    always @(*)  
    begin
        case (LED_BCD)
            4'b0000: BCD_ssd = 7'b0000001;  
            4'b0001: BCD_ssd = 7'b1001111;  
            4'b0010: BCD_ssd = 7'b0010010;  
            4'b0011: BCD_ssd = 7'b0000110;  
            4'b0100: BCD_ssd = 7'b1001100;  
            4'b0101: BCD_ssd = 7'b0100100;  
            4'b0110: BCD_ssd = 7'b0100000;  
            4'b0111: BCD_ssd = 7'b0001111;  
            4'b1000: BCD_ssd = 7'b0000000;  
            4'b1001: BCD_ssd = 7'b0000100;  
            4'b1010: BCD_ssd = 7'b1111110;  
            4'b1011: BCD_ssd = 7'b1111111;  
        endcase
    end
endmodule
`timescale 1ns / 1ps
module top(
    input [4:0] A,
    input [4:0] B,
    input [1:0] mode,
    input clock_100Mhz,
    input reset,
    output [3:0] anode_out,
    output [6:0] BCD_ssd,
    output [9:0] shift_LED
    );
    wire [9:0] out;
    wire slow_clock;
    wire [11:0] BCD_out;
    wire [1:0] anode_driver;
    wire [3:0] LED_BCD;
    wire negative;
    alu_core U5 (
        .A(A),
        .B(B),
        .mode(mode),
        .reset(reset),
        .clock_100Mhz(clock_100Mhz),
        .out(out),
        .negative(negative),
        .shift_LED(shift_LED)
    );
    BCD_convert U6 (
        .bin_in(out),
        .BCD_out(BCD_out)
    );
    clock_divider U1(
        .clock_100Mhz(clock_100Mhz),
        .reset(reset),
        .slow_clock(slow_clock)
        );
    display_driver U2(
        .slow_clock(slow_clock),
        .anode_driver(anode_driver)
    );
    anode_mux U3(
        .anode_driver(anode_driver), 
        .anode_out(anode_out)
        );
    cathode_driver U4 (
        .anode_driver(anode_driver),
        .BCD_in(BCD_out),
        .LED_BCD(LED_BCD),
        .negative(negative)
    );
    ssd_out U7(
        .LED_BCD(LED_BCD),
        .BCD_ssd(BCD_ssd)
    );
endmodule
```

==> flow.log <==
[flow] final metrics
[metrics] share of the clock period used by the worst path: around 50%
[metrics] CP Buf/Inv Count: 2
[metrics] area fraction in and, or, nand and nor cells after synthesis: 23.70%
[metrics] cell accounting for the most synthesized area: sky130_fd_sc_hd__ha_1
[metrics] antenna fix cells: 0
[metrics] stage-log warning count: around 50
[metrics] post-synthesis cell count from yosys: ~660
[metrics] Crit Path Class: in2out
[metrics] worst-case headroom to the max-slew limit: 41.44%
[metrics] maximum single-stage delay on the critical path: 0.71 ns
[metrics] Worst Path Arrival: 4.25 ns
[metrics] slew at the pin with the worst max-slew slack: 0.8540 ns
[metrics] Adders+Majority by Area: 19.49%
[metrics] final global-route overflow total: 0
[metrics] clock-pin transition on the worst setup and hold timing paths: 0.05 ns
[metrics] number of unconstrained endpoints: 20
[metrics] number of antenna violations at the first check in global routing: 0
[metrics] kind of cell adding the most delay to the critical path: buffers and inverters
[metrics] y dimension of the die: 114.8 µm
[metrics] number of iterations in the first detailed-routing pass: 5
[metrics] TritonCTS Buffers: 3
[metrics] share of the synthesized area in the top cell type: 14.76%
[metrics] cell row count: 40
[metrics] area enclosed by the die boundary: 13,170 µm²
[metrics] area fraction in compound gates: 26.87%
[metrics] count of unresolved DRC violations after routing: 0
[metrics] GRT Overall Usage: 19.23%
[metrics] EDFF count, synth: 0
[metrics] dominant cells by area after synthesis: sky130_fd_sc_hd__ha_1 15%, sky130_fd_sc_hd__dfrtp_1 8.9%, sky130_fd_sc_hd__fa_1 4.7%, sky130_fd_sc_hd__mux2i_1 4.3%, sky130_fd_sc_hd__nand2_1 4.2%
[metrics] post-synthesis to final-layout area growth: 8.981%
[metrics] tally of nets with antenna violations remaining after routing: 0
[metrics] Slowest cell on crit path: sky130_fd_sc_hd__clkdlybuf4s50_1
[metrics] yosys stat area: 5085 µm²
[metrics] clk_skew: 0.003438 ns
[metrics] type of element launching the critical path: input port
[metrics] count of hold-fix buffers inserted at cts: 0
[metrics] TritonCTS clock tree: built
[metrics] cell count of the worst reg-to-reg path: 5
[metrics] path category of the worst min-delay check: reg2reg
[metrics] post-cts sizing count: 0
[metrics] stages on the worst setup path: 3
[metrics] post-synthesis xor/xnor area fraction: 5.167%
[metrics] total negative slack for setup checks: 0 ns
[metrics] total placed instance area: between 5000 and 6000 µm²
[metrics] count of input and output buffers: 29
[metrics] count of warnings emitted by yosys: 7
[metrics] launch instance of the worst register-to-register path: U1.divider_counter[2]
[metrics] power density cells: around 140 nW/µm²
[metrics] cell breakdown of the critical path: clkdlybuf4s50_1 -> and3_1 -> clkdlybuf4s50_1
[metrics] result of the run: complete, no violations
[metrics] dominant non-sequential cell family after synthesis: AND-OR/OR-AND gates
[metrics] number of hold-slack violations in the final timing report: 0
[metrics] worst hold start: U1.divider_counter[11]
[metrics] count leader, synth: sky130_fd_sc_hd__ha_1
[metrics] cell at the root of the clock tree: sky130_fd_sc_hd__clkbuf_16
[metrics] Final Max-Slew Violation Tally: 0
[metrics] required time of the critical path: 11.28 ns
[metrics] pin count of the biggest net entering global routing: 22
[metrics] post-route cell area: 5542 µm²
[metrics] Post-Syn Area per Cell: 7.716 µm²
[metrics] first-pass GRT wire length: between 20,000 and 25,000 µm
[metrics] drt first-iter violations: 340
[metrics] last weighted congestion value of the routability-driven placer: between 0.9 and 1
[metrics] Hold Worst Slack: 0.4561 ns
[metrics] largest voltage drop on the vdd net: 0.00009266 V
[metrics] maximum root-to-sink buffer count: 2
[metrics] count of cells along the worst hold path: 1
[metrics] Via-to-Cell Ratio: about 5.6
[metrics] Max Fclk: 141.4 MHz
[metrics] endpoint type of the worst setup path: output port
[metrics] distinct lib cells: about 85
[metrics] capture instance of the worst register-to-register path: U1.divider_counter[17]
[metrics] total setup buffers inserted after CTS: 0
[metrics] x dimension of the die: 114.8 µm
[metrics] fill count: roughly 1,200
[metrics] total standard cell area after synthesis: 5085 µm²
[metrics] endpoint of the worst hold-timing path: U1.divider_counter[11]
[metrics] share of flip-flops with an asynchronous set or reset: 62.07%
[metrics] worst setup slack before clock tree synthesis: 7.044 ns
[metrics] number of global-route vias before repair: 4,382
[metrics] share of layout cells above drive strength 1: about 5.2%
[metrics] Mux area share: 4.995%
[metrics] flop-to-flop setup slack: 12.44 ns
[metrics] post-DP HPWL: 9347 µm
[metrics] number of top-level pins: 35
[metrics] setup repair after global routing missed its margin: no
[metrics] cell repeated most along the worst path: sky130_fd_sc_hd__clkdlybuf4s50_1
[metrics] Max-Cap Viols: 0
[metrics] biggest fanout along the worst timing path: 7
[metrics] clock latency of the later-clocked register in the worst-skew pair: 0.25 ns
[metrics] setup slack after layout: approximately 7.0 ns
[metrics] Primary FF master, synth: sky130_fd_sc_hd__dfrtp_1
[metrics] number of register pins that no clock reaches: 9
[metrics] Mapped Cells: 659
[metrics] count of endpoints failing setup in the final report: 0
[metrics] top cells by instance count after synthesis: 60 x sky130_fd_sc_hd__ha_1, 57 x sky130_fd_sc_hd__nand2_1, 56 x sky130_fd_sc_hd__nor2_1, 55 x sky130_fd_sc_hd__inv_1, 36 x sky130_fd_sc_hd__a21oi_1
[metrics] number of vias after detailed routing: ~4,700
[metrics] FF+latch count, synth: 29
[metrics] Leakage: 2.435 nW
[metrics] number of H-tree levels: 1
[metrics] initial standard-cell utilization of the core: 41.64%
[metrics] post-DR wirelength/cell: 13.98 µm
[metrics] utilization after layout: 45.38%
[metrics] Core Region: 12,210 µm²
[metrics] overall routed net length: between 10,000 and 15,000 µm
[metrics] Final min period: 7.074 ns
cell families (layout without fill, tap and decap cells):
logic type	count (synthesis)	count (layout)
other	1	5
AND/OR/NAND/NOR	237	237
flip-flops	22	22
adder cells (fa/ha/maj)	72	72
latches	7	7
buffers and inverters	87	92
XOR/XNOR	30	30
multiplexers	25	25
AND-OR/OR-AND	178	178
worst max-delay path by stage:
stage / start / to / slack (ns)
final: A[1] / shift_LED[3] / 7.03
after global routing: A[1] / shift_LED[3] / 6.94
after CTS: A[1] / shift_LED[3] / 7.02
worst reg2reg max path, cell delays in order (launching register included):
cell	delay, ns
sky130_fd_sc_hd__dfrtp_1	0.40
sky130_fd_sc_hd__and3_1	0.22
sky130_fd_sc_hd__nand2_1	0.09
sky130_fd_sc_hd__or3_1	0.46
sky130_fd_sc_hd__nor3_1	0.26
sky130_fd_sc_hd__xor2_1	0.17
layer usage:
| layer | vias up | GRT usage (%) | part of all wire [%] |
|---|---|---|---|
| met5 | - | 0 | 0 |
| met2 | 80 | 30.75 | 45 |
| li1 | 2406 | - | - |
| met4 | 0 | 1.818 | 0.97 |
| met3 | 12 | 0.4826 | 2.3 |
| met1 | 2188 | 30.66 | 52 |
stage by stage:
stage          instances  power [mW]
6_report             836      0.7946
5_1_grt              836      0.8793
4_1_cts              836      0.7878
3_5_place_dp         832      0.7268
3_3_place_gp         832      0.7195
2_1_floorplan        663      0.6155
registers in the layout (all words and copies together) (netlist names):
signal and flops:
U2.anode_driver 2, U5.state 2, U7.BCD_ssd 7, U1.divider_counter 18
layout by cell type (no fill, tap or decap), types with 5 or more instances in the layout:
cell	instances
sky130_fd_sc_hd__inv_1	55
sky130_fd_sc_hd__or3_1	9
sky130_fd_sc_hd__o21ai_1	5
sky130_fd_sc_hd__nor2b_1	10
sky130_fd_sc_hd__a21oi_1	36
sky130_fd_sc_hd__nor3_1	14
sky130_fd_sc_hd__nand3b_1	6
sky130_fd_sc_hd__a211oi_1	17
sky130_fd_sc_hd__or2_2	5
sky130_fd_sc_hd__a2111oi_0	6
sky130_fd_sc_hd__and2_1	5
sky130_fd_sc_hd__o21ai_0	25
sky130_fd_sc_hd__fa_1	12
sky130_fd_sc_hd__o21a_1	5
sky130_fd_sc_hd__clkdlybuf4s50_1	29
sky130_fd_sc_hd__a21o_1	10
sky130_fd_sc_hd__nand2b_1	11
sky130_fd_sc_hd__nand2_1	57
sky130_fd_sc_hd__nor2_1	56
sky130_fd_sc_hd__nand4_1	6
sky130_fd_sc_hd__conb_1	5
sky130_fd_sc_hd__xnor2_1	21
sky130_fd_sc_hd__dfrtp_1	18
sky130_fd_sc_hd__dlxtn_1	7
sky130_fd_sc_hd__o211ai_1	8
sky130_fd_sc_hd__o31ai_1	8
sky130_fd_sc_hd__ha_1	60
sky130_fd_sc_hd__xor2_1	9
sky130_fd_sc_hd__mux2i_1	22
sky130_fd_sc_hd__and3_1	16
sky130_fd_sc_hd__nand3_1	19
final cells by class:
cell class / instances / area (µm²) / share of cell area [%]
multi-input combinational: 547 / 4098 / 73.94
sequential: 29 / 635.6 / 11.47
timing repair buffer: 31 / 305.3 / 5.509
inverter: 57 / 214.0 / 3.861
tap: 168 / 210.2 / 3.793
clock buffer: 4 / 78.83 / 1.422
where the power goes:
group | switching, mW | internal (mW)
Sequential | 0.00171 | 0.0577
Combinational | 0.417 | 0.261
Clock | 0.0182 | 0.0384
Total | 0.437 | 0.357
Power and IR drop assume default switching activity.
